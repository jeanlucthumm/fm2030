## /design/flow/run.sh

```bash
#!/bin/bash
# OpenROAD 26Q1-2900-gdf79404cd8, Yosys 0.63+post, stock flow scripts
make -C /OpenROAD-flow-scripts/flow DESIGN_CONFIG=/design/flow/config.mk WORK_HOME=/design/flow/orfs finish
```

## /design/flow/constraint.sdc

```tcl
current_design reg_file

set clk_period 2.2
set clk_io_pct 0.2

create_clock -name clk0 -period $clk_period [get_ports {clk}]

set non_clock_inputs [all_inputs -no_clocks]
set_input_delay [expr $clk_period * $clk_io_pct] -clock clk0 $non_clock_inputs
set_output_delay [expr $clk_period * $clk_io_pct] -clock clk0 [all_outputs]
```

## /design/flow/design.v

```verilog
package definitions;
typedef enum logic[2:0] {
  SLL = 3'b000,	     
  SRL = 3'b001,		 
  ADD = 3'b010,		 
  SUB = 3'b011,		 
  LSW = 3'b100,
  CLR = 3'b101,
  EMK = 3'b110,
  INC = 3'b111
	 } op_code;
endpackage  
module reg_file #(parameter raw = 4)
    (input             clk		     ,     
    input   [raw-1:0]  rs_addr_i	 ,	   
                       rt_addr_i	 ,	   
                       write_addr_i  ,	   
    input              wen_i		 ,	   
    input        [7:0] write_data_i	 ,	   
	output logic [7:0] rs_val_o	     ,	   
    output logic [7:0] rt_val_o
                );
logic [7:0] RF [2**raw];				   
assign rt_val_o = RF [rt_addr_i];		   
assign rs_val_o = RF [rs_addr_i];
always_ff @ (posedge clk)
  if (wen_i) 
	RF [write_addr_i] <= write_data_i;
endmodule
```

## /design/flow/config.mk

```make
export PLATFORM = sky130hd
export DESIGN_NAME = reg_file
export DESIGN_NICKNAME = reg_file
export VERILOG_FILES = /design/flow/design.v
export SDC_FILE = /design/flow/constraint.sdc
export NUM_CORES = 4
export LEC_CHECK = 1
export CORE_UTILIZATION = 30
```

==> results.ini <==
[sta]
max_freq_mhz = 446
fin_ws_ns = -0.0400
hold_viol = 0
slew_headroom = 0.608
tns_ns = -0.0807
worstMarginPinSlew_ns = 0.586
setup_violations = 4
fin_crit_ns = 2.24
rsz0062_at_grt = true
fin_crit_sh = 1.02
slew_violations = 0

[layout]
reg_top3 = RF x128
area_delta_synth_final_pct = 33.3
mostFrequentLayoutCells = 128 x edfxtp_1, 56 x mux4_2, 44 x buf_4, 22 x a22oi_2, 21 x buf_12
layout-drive-gt1-share = 0.502
largest_register_ffs = 128
lay_top_count = edfxtp_1
stdcell_area_sq_um = 8040
max_flop_register = RF

[worst_hold_path]
holdPathEnd = RF[6][1]
hold_depth = 1
hold_path.class = in -> reg
min_from = write_data_i[1]

[floorplan]
io_pins = 38
placementRows = 51
dieHeight_microns = 144
die_w_microns = 144
die_area_sq_um = 20700
fp_util = 0.308
core_region_area_sq_um = 19600

[power]
internal_power_w = 0.00497
p_switching_w = 0.00126
power_frac_comb = 0.104
pwr-share-clk = 0.453
power.leakage_nw = 2.75
seqPwrFrac = 0.443
max-vdd-ir-drop_mv = 0.533
power_density_nw_per_um2 = 776
swShare = 0.202
power.total_w = 0.00623

[synthesis]
syn-instance-count = 291
synth.yosys.seq_area_share = 0.638
synth_chip_area_sq_um = 6030
ys_cells = 291
area_leaders = edfxtp_1 64%, mux4_2 13%, mux4_1 12%
synth_warnings = 1
syn_avg_cell_area_sq_um = 20.7
synth_cell_types = 19
synth.largest_area_cell = edfxtp_1
top_area_frac = 0.638
numSynthFlops = 128
netlist_area_sq_um = 6030

[place]
gp_congestion = 0.823
post-dp-hpwl_mm = 9.97
port_buffers = 37
post-place-ws_ns = -0.578
dpl_cell_area_sq_um = 7140

[worst_setup_path]
arrival_ns = 1.80
crit_slowest_cell = mux4_4
worstPathMaxFanout = 2
max_stage_delay_ns = 0.62
cp.required_ns = 1.76
worstPathCellList = mux4_4 > a22oi_2 > nand2_2 > buf_2
worstSetupPathType = reg -> out
cp-start-kind = register
endpoint_kind = output port

[cts]
cts_tree = built
cts_sinks = 128
numCtsBuffers = 17
htreeDepth = 4
clockBufferDepth = 2
cts-root-buf = clkbuf_16
holdBufCountCts = 0
clk_pin_slew_worst_paths_ns = 0.05

[routing]
wirelength_mm = 15.6
diodes = 0
antenna_left = 0
viasPerCell = 5.10
dr_total_vias = 3465
drt_iter0_drc = 154
wl_per_cell_microns = 22.9
drc = 0
dr.pass1.iters = 5

[job]
warnings = 27
cap_violations = 0

[global_route]
grt_max_degree = 17
grt_pass1_vias = 3909
globalRoute.totalOverflow = 0
grt_pass1_wl_mm = 23.1
grt_usage = 0.172
antenna_found_initial = 0

[run_status]
violations = setup timing
status = complete, but fails checks

==> cells by family (layout without fill, tap and decap cells) <==
kind of cell / after synthesis / after routing / share of synthesized area
flip-flops: 128 / 128 / 0.638
multiplexers: 64 / 64 / 0.257
AND/OR/NAND/NOR: 47 / 47 / 0.0361
AND-OR/OR-AND: 32 / 32 / 0.0399
buffers and inverters: 20 / 143 / 0.0287
==> per-stage QoR <==
stage | hold slack [ns] | utilization | std cells
4_1_cts | 0.936 | 0.410 | 676
5_1_grt | 0.992 | 0.410 | 679
6_report | 0.940 | 0.410 | 679
2_1_floorplan | 0.539 | - | 291
3_5_place_dp | 1.37 | 0.365 | 624
3_3_place_gp | 1.34 | 0.365 | 624
==> power groups by stage <==
| stage | Combinational [W] | Clock (W) | Sequential [W] |
|---|---|---|---|
| CTS | 0.000658 | 0.00286 | 0.00276 |
| global route | 0.000694 | 0.00297 | 0.00276 |
| finish | 0.000649 | 0.00282 | 0.00276 |
==> worst max-delay path by stage <==
stage / end / slack [ns] / from
4_1_cts: rt_val_o[0] / -0.07 / RF[2][0]
5_1_grt: rt_val_o[0] / -0.12 / RF[3][0]
6_report: rt_val_o[0] / -0.04 / RF[3][0]
==> area by class of cell <==
class	instances	area (sq um)
Timing Repair Buffer	112	1210
Sequential cell	128	3840
Fill cell	1698	11600
Tap cell	265	332
Clock inverter	13	170
Multi-Input combinational cell	143	2050
Clock buffer	18	429
==> critical path, delay by kind of cell, from the launching register on <==
kind | cells | cell delay [ns]
AOI/OAI and AO/OA | 1 | 0.19
buffers and inverters | 1 | 0.12
DFF | 1 | 0.39
muxes | 1 | 0.62
and+or+nand+nor | 1 | 0.08
==> Yosys cell counts, drive strengths merged <==
library cell	count
nor3	4
nor2b	2
or3b	1
a22oi	32
nand3b	2
and2b	2
edfxtp	128
buf	14
nor2	14
clkdlybuf4s25	6
mux4	64
and2	2
nand3	1
nand2b	2
nand2	17
==> layer usage <==
layer | track usage | part of all wire | vias to the layer above
li1 | - | - | 1497
met1 | 0.184 | 0.33 | 1707
met2 | 0.270 | 0.48 | 240
met3 | 0.138 | 0.17 | 21
met4 | 0.0302 | 0.022 | 0
met5 | 0.00501 | 0 | -
==> repair_timing <==
| action | CTS | global route |
|---|---|---|
| gates cloned | 3 | 0 |
| pin swaps | 38 | 14 |
| endpoints found under the setup margin | 16 | 16 |
| buffers inserted | 18 | 4 |
| resized | 120 | 8 |
Power is estimated from default activity; no workload was simulated.
