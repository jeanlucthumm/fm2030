--- flow/config.mk ---
export PLATFORM = sky130hd
export DESIGN_NAME = memory
export DESIGN_NICKNAME = memory
export VERILOG_FILES = /design/flow/design.v
export SDC_FILE = /design/flow/constraint.sdc
export NUM_CORES = 4
export LEC_CHECK = 1
export CORE_UTILIZATION = 40
--- flow/constraint.sdc ---
current_design memory

set clk_period 10.3
set clk_io_pct 0.2

create_clock -name clk0 -period $clk_period [get_ports {clk}]

set non_clock_inputs [all_inputs -no_clocks]
set_input_delay [expr $clk_period * $clk_io_pct] -clock clk0 $non_clock_inputs
set_output_delay [expr $clk_period * $clk_io_pct] -clock clk0 [all_outputs]
--- flow/design.v ---
package definitions;
typedef enum logic[2:0] {
  SLL = 3'b000,	     
  SRL = 3'b001,		 
  ADD = 3'b010,		 
  SUB = 3'b011,		 
  LSW = 3'b100,
  CLR = 3'b101,
  EMK = 3'b110,
  INC = 3'b111
	 } op_code;
endpackage  
module memory(
	input clk,
	input memWrite,
	input memRead,
	input[7:0] addr,
	input[7:0] dataIn,
	output logic[7:0] dataOut
);
logic[7:0] memArr[256];
always_comb begin
	if(memRead == 1)
	begin
		dataOut = memArr[addr];
	end
	else 
	begin
		dataOut = 8'b0;
	end
end
always_ff @(posedge clk) begin
	if (memWrite) begin
		memArr[addr] <= dataIn;
	end
end
endmodule
--- flow/run.sh ---
#!/bin/bash
# OpenROAD 26Q1-2900-gdf79404cd8, Yosys 0.63+post, stock flow scripts
make -C /OpenROAD-flow-scripts/flow DESIGN_CONFIG=/design/flow/config.mk WORK_HOME=/design/flow/orfs finish
==> reports/results.tsv <==
metric	value	unit
syn_area	80100	sq um
post_cts_buffers	0	
core_util_floorplan	40.4	%
die_h	450	um
coreArea	198000	sq um
critPathRequiredTime	8240	ps
cts_buffers	202	
largest_register_ffs	2048	
grt_start_max_net_pins	125	
lay_top_count	edfxtp_1	
die_width	450	um
final_core_util	45.4	%
place_area	83600	sq um
worst_slack	1630	ps
drt_iter0_drc	2686	
wl_per_cell	28.5	um
relSlewSlack	6.57	%
setup_violations	0	
edf_count	2048	
cts_tree	done	
hold_buffers	0	
layout_min_cycle_time	8670	ps
cts.sinks	2048	
grt_pass1_vias	42000	
io_buffers	26	
async_flop_share	0	%
top_regs	memArr (2048)	
ys_types	58	
warnings	29	
status	complete, no violations	
crit_type	in -> out	
ir_drop	0.000144	V
ys_cells	3962	
io_pins	27	
power_density	190	nW/um^2
area_delta_synth_final	12.3	%
gp_congestion	0.935	
synth_warnings	1	
design_area	90000	sq um
drc_errors	0	
rsz0062_at_grt	no	
hold_violations	0	
fmax	115	MHz
drive_gt1_share	19.8	%
nFillCells	16400	
grt_pass1_wl	289000	um
dr_total_vias	39200	
tns	0	ps
dp_hpwl	122000	um
top_cell_area_share	76.8	%
via_per_inst	5.66	
start_kind	input port	
numSynthFlops	2048	
ys.flop_type	edfxtp_1	
endpoint_kind	output port	
syn_area_per_cell	20.2	sq um
worst_slew_pin_slew	1390	ps
fin_hold_ws	1710	ps
crit_arrival	6610	ps
synthCells	3962	
first_pass_iters	5	
min_path_type	in -> reg	
cts_resized	0	
cap_violations	0	
period_used_share	84.2	%
ys_chip_area	80100	sq um
finalWirelength	197000	um
clk_pin_slew	60	ps
die_area	202000	sq um
ys_seq_share	76.8	%
cts_max_path_buffers	3	
yosys-top-cells-area	edfxtp_1, mux4_2, mux2i_1, nor2_1, a22oi_1	
top_register	memArr	
ant_nets	0	
final_cell_mix	edfxtp_1, mux4_2, mux2i_1	
overflow	0	
antenna_found_initial	3	
p_leak	0.0283	uW
crit_fanout	57	
cts_max_level	4	
dp_slack	1650	ps
root_buffer	clkbuf_16	
rows	163	
yosys.area.top_type	edfxtp_1	
slew_viol_final	0	
grt_usage	21.6	%
-- critical path, stage by stage --
cell	delay, ps
buf_8	430
buf_12	450
buf_4	450
mux4_2	570
mux2i_1	430
o32ai_1	170
nor3_1	1120
nor4_2	170
buf_4	210
clkdlybuf4s50_1	400
-- layout make-up --
| class | count | area, sq um | share of cell area (%) |
|---|---|---|---|
| flip-flops and latches | 2048 | 61500 | 68.3 |
| multi-input cells | 1655 | 17100 | 19.0 |
| clock buffers | 250 | 5340 | 5.94 |
| well taps | 2640 | 3300 | 3.67 |
| repair buffers | 206 | 1750 | 1.94 |
| clock inverters | 116 | 997 | 1.11 |
| diodes | 7 | 17.5 | 0.0195 |
| inverters | 3 | 11.3 | 0.0125 |
-- synthesized netlist by cell type, types with 4 or more instances --
master,n
buf_4,49
clkbuf_1,80
buf_1,13
a221oi_1,24
mux2i_1,355
o21ai_0,21
edfxtp_1,2048
o22ai_1,92
nand2b_1,5
buf_6,41
buf_2,68
nand3_1,60
a21oi_1,38
mux4_2,360
a22oi_1,126
nor2b_1,12
o2111ai_1,7
a211oi_2,4
a22o_1,27
a31oi_1,7
nor4_1,8
o211ai_1,7
buf_8,4
nor4b_1,5
o41ai_1,7
nor2_1,282
a221o_1,7
nand2_1,52
nand4_1,17
a2111oi_0,8
o21ai_1,4
and3_1,14
and2_1,8
a211oi_1,12
nor3_1,56
-- through the flow --
step           total power (uW)  instances
2_1_floorplan              9830       3962
3_3_place_gp              10200       6552
3_5_place_dp              10200       6552
4_1_cts                   17200       6918
5_1_grt                   17600       6919
6_report                  17100       6925
-- logic make-up after synthesis --
group / count (synthesis) / share of synthesized area, %
AND-OR/OR-AND: 401 / 3.61
buffers and inverters: 259 / 2.01
flip-flops: 2048 / 76.8
multiplexers: 715 / 14.6
AND/OR/NAND/NOR: 539 / 3.06
-- layer usage --
metal  GRT usage [%]  wire length [um]
met1            28.8             69600
met5           0.687               115
met3            14.3             29700
met4            5.45              6250
met2            30.8             91600
-- worst paths after layout --
kind | start | endpoint | slack (ps) | depth (start not counted)
hold / removal | dataIn[5] | memArr[102][5] | 1710 | 1
setup / recovery | addr[0] | dataOut[6] | 1630 | 10
-- power by group --
part	switching, uW	total [uW]	internal (uW)
Clock	3060	7080	4020
Sequential	3.55	9190	9190
Combinational	560	836	276
Power and IR drop assume default switching activity.
