## design.v

```verilog
package definitions;
typedef enum logic[2:0] {
  SLL = 3'b000,	     
  SRL = 3'b001,		 
  ADD = 3'b010,		 
  SUB = 3'b011,		 
  LSW = 3'b100,
  CLR = 3'b101,
  EMK = 3'b110,
  INC = 3'b111
	 } op_code;
endpackage  
module data_mem #(parameter AW=8)(
  input              CLK,                 
  input    [AW-1:0]  DataAddress,		  
  input              ReadMem,			  
  input              WriteMem,			  
  input       [7:0]  DataIn,			  
  output logic[7:0] DataOut);			  
  logic [7:0] my_memory [2**AW]; 		  
  always_comb							  
    if(ReadMem) begin
      DataOut = my_memory[DataAddress];
    end else 
      DataOut = 8'bZ;			          
  always_ff @ (posedge CLK)	              
    if(WriteMem) begin
      my_memory[DataAddress] <= DataIn;
    end
endmodule
```

## run.sh

```bash
#!/bin/bash
# OpenROAD 26Q1-2900-gdf79404cd8, Yosys 0.63+post, stock flow scripts
make -C /OpenROAD-flow-scripts/flow DESIGN_CONFIG=/design/flow/config.mk WORK_HOME=/design/flow/orfs finish
```

## config.mk

```make
export PLATFORM = sky130hd
export DESIGN_NAME = data_mem
export DESIGN_NICKNAME = data_mem
export VERILOG_FILES = /design/flow/design.v
export SDC_FILE = /design/flow/constraint.sdc
export NUM_CORES = 4
export LEC_CHECK = 1
export CORE_UTILIZATION = 30
```

## constraint.sdc

```tcl
current_design data_mem

set clk_period 17.5
set clk_io_pct 0.2

create_clock -name clk0 -period $clk_period [get_ports {CLK}]

set non_clock_inputs [all_inputs -no_clocks]
set_input_delay [expr $clk_period * $clk_io_pct] -clock clk0 $non_clock_inputs
set_output_delay [expr $clk_period * $clk_io_pct] -clock clk0 [all_outputs]
```

==> changes_impl.md <==
### Changed

* Status: finished clean
* Tool warnings at 30
* Distinct lib cells at 21
* IO Pins at 27
* WL/cell at 25.5 µm
* Final wirelength at 185 mm
* Die Y at 513 µm
* Hold_buf cts at 0
* # setup viols final at 0
* Drc violations at 0
* Chip area line of the yosys report at 78,300 µm²
* Post-synthesis sequential area ratio at 0.785
* Die Wd at 513 µm
* Most numerous logic cells after layout: edfxtp_1 (2,048), mux4_2 (512), a22oi_1 (256)
* # Post-CTS Setup Buffers at 0
* Max FFs per register at 2,048
* Core area at 260,000 µm²
* GRT Total Usage at 0.152
* Worst Setup Start Kind: input port
* WP depth at 10
* First-pass GRT wire length at approximately 270 mm
* Met2 wire length at about 90 mm
* Critical Path End Type: output pin
* Dpl ws at 5230 ps
* Worst-Margin Slew at 998 ps
* Hold wc startpoint: DataIn[7]
* Largest regs: my_memory: 2048 flops
* Worst Hold Depth at 1
* Initial DRT Pass Iterations at 5
* GRT overflow at 0
* Minimum clock period at about 12,000 ps
* Synth Cell Area at 78,300 µm²
* Final hold slack at 3080 ps
* Area post-placement at 83,000 µm²
* CTS clock-pin slew for the worst setup and hold paths at 60 ps
* Crit path kind: in2out
* Wl on met1 at roughly 63 mm
* CP dominant cell by count: buf_12
* Part of the cycle the worst path needs at 0.692
* Layout cell share with drive strength beyond 1 at 0.246
* Max Cap Violations at 0
* DPL Wire Length at between 100 and 150 mm
* Pwr dens at 111 nW/µm²
* Initial antenna violation count at 7
* Clock sinks at 2,048
* Combinational share of power at 0.045
* Most numerous logic cell after layout: edfxtp_1
* Peak supply drop at ~86 µV
* Leak at 26.5 nW
* EDFF count, synth at 2,048
* Max layer used: met5
* Sw frac at 0.213
* Critical path's largest stage delay at 800 ps
* Metal3 WL at 26.4 mm
* Worst-path fanout max at 69
* Setup Total Neg Slack at 0 ps
* Dominant synthesized flop cell: edfxtp_1
* Final Hold Vio Count at 0
* Largest reg by FF count: my_memory
* Layout area overhead at 14.0%
* WP data required at 14,000 ps
* P_int at between 0.007 and 0.008 W
* Sequential power share at 0.544
* Routed vias/inst at slightly above 5
* Syn. warnings at 2
* CTS buffer count at 201
* Port bufs at 25
* Vias at 36,500
* Pin count of the biggest net entering global routing at 133
* Antenna viol nets, final at 0
* CP Data Arrival Time at 8610 ps
* PostCTS Resize Cnt at 0
* Post-synth ARST share at 0
* Slowest stage cell, crit path: o41ai_1
* Ys cells at 3,539
* Hold crit path type: in2reg
* Post-Layout Inst Area at 89,300 µm²
* Final Util at 0.344
* Net Sw Power at 0.00212 W
* Init Core Util at 0.302
* H-tree depth at 4
* Fin. max-slew vios at 0
* FMAX at around 83 MHz
* Initial DRC Count at 2,410
* Vias in the first global route at 40,900
* Slew margin rel. at 0.332
* Buf/Inv on CP at 5
* CTS tree: done
* Mean Syn Cell Area at 22.1 µm²
* Clock power share at 0.411
* Clk buf depth at 3
* Post-route setup slack at 5390 ps
* Post-synthesis instance total at 3,539
* Clk root buf: clkbuf_16
* RSZ-0062 raised after global routing: false
* Cell family with most CP delay: buffers and inverters
* CP startpoint: DataAddress[0]
* Core Rows at 187
* CP Cell Sequence: buf_8, buf_12, buf_12, buf_4, mux4_2, a22oi_1, a21oi_1, o41ai_1, nand4_1, clkdlybuf4s50_1
* Synth Register Bits at between 2,000 and 2,500
* Die area at 263,000 µm²
* Gpl congestion at 0.846
## cell usage after synthesis (19+ instances only)
master,instances,share of area
a21oi_1,128,0.0082
a22oi_1,256,0.025
buf_1,19,0.00091
buf_2,36,0.0023
clkbuf_1,145,0.0069
edfxtp_1,2048,0.79
mux4_2,512,0.15
nand2_1,28,0.0013
nor2_1,232,0.011
nor3_1,30,0.0019
o41ai_1,32,0.0036
## per-layer routing
| metal | vias up | global-route usage |
|---|---|---|
| met5 | - | 0.00603 |
| met4 | 6 | 0.0414 |
| met3 | 344 | 0.104 |
| met2 | 1914 | 0.233 |
| met1 | 18900 | 0.174 |
| li1 | 15400 | - |
## final cells by class
cell class              count  area (µm²)
well taps                3402        4260
clock buffers             247        5250
fillers                 23600      170000
flip-flops and latches   2048       61500
repair buffers            172        1500
multi-input cells        1258       15800
inverters                   1        3.75
clock inverters           111        1020
diodes                      3        7.51
## path summary, 6_finish.rpt
path	to	slack, ps
min	my_memory[93][7]	3080
max	DataOut[3]	5390
## logic make-up (layout without fill, tap and decap cells)
kind of cell           count (synthesis)  in the layout  share of synthesized area
AOI/OAI and AO/OA                    416            416                     0.0363
buffers and inverters                233            531                     0.0140
DFF                                 2048           2048                      0.785
muxes                                512            512                      0.147
other                                  0              3                          0
and+or+nand+nor                      330            330                     0.0174
## metrics by stage
| stage | power [W] | instances |
|---|---|---|
| 4_1_cts | 0.0100 | 7239 |
| 6_report | 0.00995 | 7242 |
| 2_1_floorplan | 0.00575 | 3539 |
| 5_1_grt | 0.0102 | 7240 |
| 3_3_place_gp | 0.00596 | 6881 |
| 3_5_place_dp | 0.00597 | 6881 |
## power groups by stage
stage	Sequential [W]	Combinational [W]	Clock, W
6_report	0.00541	0.000448	0.00409
5_1_grt	0.00541	0.000484	0.00435
4_1_cts	0.00541	0.000457	0.00417
Power figures rest on the tool's default switching activity, not on a simulated workload.
